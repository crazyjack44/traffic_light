### /design/flow/config.mk
export PLATFORM = sky130hd
export DESIGN_NAME = Top
export DESIGN_NICKNAME = Top
export VERILOG_FILES = /design/flow/design.v
export SDC_FILE = /design/flow/constraint.sdc
export NUM_CORES = 4
export LEC_CHECK = 1
export CORE_UTILIZATION = 40
### /design/flow/constraint.sdc
current_design Top

set clk_period 4.5
set clk_io_pct 0.2

create_clock -name clk0 -period $clk_period [get_ports {clk}]

set non_clock_inputs [all_inputs -no_clocks]
set_input_delay [expr $clk_period * $clk_io_pct] -clock clk0 $non_clock_inputs
set_output_delay [expr $clk_period * $clk_io_pct] -clock clk0 [all_outputs]
### /design/flow/design.v
module Top(
	clk						,
	rst_n					,
	north_red_led			,
	north_green_led			,
	north_yellow_led		,
	west_red_led			,
	west_green_led			,
	west_yellow_led			
	);
input 				clk					;
input 				rst_n				;
output 				north_red_led		;
output 				north_green_led		;
output 				north_yellow_led	;
output 				west_red_led		;
output 				west_green_led		;
output 				west_yellow_led		;
wire 				north_red_time_pos		;
wire 				north_green_time_pos	;
wire 				north_yellow_time_pos	;
wire 				west_red_time_pos		;
wire 				west_green_time_pos		;
wire 				west_yellow_time_pos	;
reg [9:0] r_north_red_time		;
reg [9:0] r_north_green_time	;
reg [9:0] r_north_yellow_time	;
reg [9:0] r_west_red_time		;
reg [9:0] r_west_green_time		;
reg [9:0] r_west_yellow_time	;
always@(posedge clk)begin
	r_north_red_time	<=25	;	
	r_north_green_time	<=25	;
	r_north_yellow_time	<=5		;
	r_west_red_time		<=25	;
	r_west_green_time	<=25	;	
	r_west_yellow_time	<=5		;
end
count_time count_time(
	.clk						(clk)						,
	.rst_n						(rst_n)						,
	.north_red_time				(r_north_red_time		)	,
	.north_green_time			(r_north_green_time		)	,
	.north_yellow_time			(r_north_yellow_time	)	,
	.west_red_time				(r_west_red_time		)	,
	.west_green_time			(r_west_green_time		)	,
	.west_yellow_time			(r_west_yellow_time		)	,
	.north_red_time_pos			(north_red_time_pos		)	,
	.north_green_time_pos		(north_green_time_pos	)	,
	.north_yellow_time_pos		(north_yellow_time_pos	)	,
	.west_red_time_pos			(west_red_time_pos		)	,
	.west_green_time_pos		(west_green_time_pos	)	,
	.west_yellow_time_pos		(west_yellow_time_pos	)	
	);
led_out led_out(
	.clk						(clk)						,
	.rst_n						(rst_n)						,
	.north_red_time_pos			(north_red_time_pos		)	,
	.north_green_time_pos		(north_green_time_pos	)	,
	.north_yellow_time_pos		(north_yellow_time_pos	)	,
	.west_red_time_pos			(west_red_time_pos		)	,
	.west_green_time_pos		(west_green_time_pos	)	,
	.west_yellow_time_pos		(west_yellow_time_pos	)	,
	.north_red_led				(north_red_led			)	,
	.north_green_led			(north_green_led		)	,
	.north_yellow_led			(north_yellow_led		)	,
	.west_red_led				(west_red_led			)	,
	.west_green_led				(west_green_led			)	,
	.west_yellow_led			(west_yellow_led		)	
	);
endmodule
module count_time(
		clk						,
		rst_n					,
		north_red_time			,
		north_green_time		,
		north_yellow_time		,
		west_red_time			,
		west_green_time			,
		west_yellow_time		,
		north_red_time_pos		,
		north_green_time_pos	,
		north_yellow_time_pos	,
		west_red_time_pos		,
		west_green_time_pos		,
		west_yellow_time_pos	
	);
input				clk						;
input				rst_n					;
input 	[9:0]		north_red_time			;
input 	[9:0]		north_green_time		;
input 	[9:0]		north_yellow_time		;
input 	[9:0]		west_red_time			;
input 	[9:0]		west_green_time			;
input 	[9:0]		west_yellow_time		;
output		reg		north_red_time_pos		;			
output		reg		north_green_time_pos	;	
output		reg		north_yellow_time_pos	;
output		reg		west_red_time_pos		;
output		reg		west_green_time_pos		;
output		reg		west_yellow_time_pos	;
parameter Time_1s = 50_00;
reg [25:0] count_1s;
reg finish_1s;
reg [2:0] next_state;
reg [2:0] state;
parameter IDLE = 0, North_Green = 1, North_Yellow = 2,North_Red = 3, West_Green = 4, West_Yellow = 5,West_Red = 6;
always @(posedge clk or negedge rst_n)begin
	if(~rst_n)begin
		count_1s <= 6'b0;
		finish_1s <= 1'b0;
	end
	else if(count_1s  == Time_1s - 1)begin
		count_1s <= 6'b0;
		finish_1s<= 1'b1;
	end
	else	begin
		count_1s <= count_1s + 1'b1;
		finish_1s<= 1'b0;
	end
end
reg [5:0] count_west_red;
always @(posedge clk or negedge rst_n) begin
	if(~rst_n) begin
		count_west_red <= 6'b0;
	end 
	else if((count_west_red == west_red_time-1)&&(count_1s  == Time_1s - 1))
		count_west_red <= 6'b0;
	else if((count_1s  == Time_1s - 1)&&((state == North_Green)||(state == North_Yellow)))
		count_west_red <= count_west_red + 1'b1;
	else count_west_red <= count_west_red;
end
reg [5:0] count_west_green;
always @(posedge clk or negedge rst_n) begin
	if(~rst_n) begin
		count_west_green <= 6'b0;
	end 
	else if((count_west_green == west_green_time-1)&&(count_1s  == Time_1s - 1))
		count_west_green <= 6'b0;
	else if((count_1s  == Time_1s - 1)&&(state == West_Green))
		count_west_green <= count_west_green + 1'b1;
	else count_west_green <= count_west_green;
end
reg [5:0] count_west_yellow;
always @(posedge clk or negedge rst_n) begin
	if(~rst_n) begin
		count_west_yellow <= 6'b0;
	end 
	else if((count_west_yellow == west_yellow_time-1)&&(count_1s  == Time_1s - 1))
		count_west_yellow <= 6'b0;
	else if((count_1s  == Time_1s - 1)&&(state == West_Yellow))
		count_west_yellow <= count_west_yellow + 1'b1;
	else count_west_yellow <= count_west_yellow;
end
reg [5:0] count_north_red;
always @(posedge clk or negedge rst_n) begin
	if(~rst_n) begin
		count_north_red <= 6'b0;
	end 
	else if((count_north_red == north_red_time-1)&&(count_1s  == Time_1s - 1))
		count_north_red <= 6'b0;
	else if((count_1s  == Time_1s - 1)&&((state == West_Green)||(state == West_Yellow)))
		count_north_red <= count_north_red + 1'b1;
	else count_north_red <= count_north_red;
end
reg [5:0] count_north_green;
always @(posedge clk or negedge rst_n) begin
	if(~rst_n) begin
		count_north_green <= 6'b0;
	end 
	else if((count_north_green == north_green_time-1)&&(count_1s  == Time_1s - 1))
		count_north_green <= 6'b0;
	else if((count_1s  == Time_1s - 1)&&(state == North_Green))
		count_north_green <= count_north_green + 1'b1;
	else count_north_green <= count_north_green;
end
reg [5:0] count_north_yellow;
always @(posedge clk or negedge rst_n) begin
	if(~rst_n) begin
		count_north_yellow <= 6'b0;
	end 
	else if((count_north_yellow == north_yellow_time-1)&&(count_1s  == Time_1s - 1))
		count_north_yellow <= 6'b0;
	else if((count_1s  == Time_1s - 1)&&(state == North_Yellow))
		count_north_yellow <= count_north_yellow + 1'b1;
	else count_north_yellow <= count_north_yellow;
end
always @(posedge clk or negedge rst_n) begin
	if(~rst_n)
		state <= IDLE;
	else
		state <= next_state;
end
always @(*) begin
	case(state)
	IDLE:begin
		next_state = North_Green;
		north_red_time_pos		 = 1'b0;
		north_green_time_pos	 = 1'b1;
		north_yellow_time_pos	 = 1'b0;
		west_red_time_pos		 = 1'b1;
		west_green_time_pos		 = 1'b0;
		west_yellow_time_pos	 = 1'b0;
	end
	North_Green: begin
		if((count_north_green == north_green_time-1)&&(count_1s == Time_1s - 1))begin
			next_state = North_Yellow;
			north_red_time_pos		 = 1'b0;
			north_green_time_pos	 = 1'b0;
			north_yellow_time_pos	 = 1'b1;
			west_red_time_pos		 = 1'b1;
			west_green_time_pos		 = 1'b0;
			west_yellow_time_pos	 = 1'b0;
		end
		else	next_state  = next_state;
	end
	North_Yellow:begin
		if((count_north_yellow == north_yellow_time-1)&&(count_1s == Time_1s - 1))begin
			next_state = West_Green;
			north_red_time_pos		 = 1'b1;
			north_green_time_pos	 = 1'b0;
			north_yellow_time_pos	 = 1'b0;
			west_red_time_pos		 = 1'b0;
			west_green_time_pos		 = 1'b1;
			west_yellow_time_pos	 = 1'b0;			
		end
		else next_state = next_state;
	end
	West_Green:begin
		if((count_west_green == west_green_time-1)&&(count_1s == Time_1s - 1))begin
			next_state = West_Yellow;
			north_red_time_pos		 = 1'b1;
			north_green_time_pos	 = 1'b0;
			north_yellow_time_pos	 = 1'b0;
			west_red_time_pos		 = 1'b0;
			west_green_time_pos		 = 1'b0;
			west_yellow_time_pos	 = 1'b1;			
		end
		else	next_state  = next_state;
	end
	West_Yellow: begin
		if((count_west_yellow == west_yellow_time-1)&&(count_1s == Time_1s - 1))begin
			next_state = IDLE;
			north_red_time_pos		 = 1'b0;
			north_green_time_pos	 = 1'b1;
			north_yellow_time_pos	 = 1'b0;
			west_red_time_pos		 = 1'b1;
			west_green_time_pos		 = 1'b0;
			west_yellow_time_pos	 = 1'b0;			
		end
		else	next_state  = next_state;	
	end
	endcase
end
endmodule
module led_out (
		clk						,
		rst_n					,	
		north_red_time_pos		,
		north_green_time_pos	,
		north_yellow_time_pos	,
		west_red_time_pos		,
		west_green_time_pos		,
		west_yellow_time_pos	,
		north_red_led			,
		north_green_led			,
		north_yellow_led		,
		west_red_led			,
		west_green_led			,
		west_yellow_led			
);
	input		clk						;
	input		rst_n					;	
	input		north_red_time_pos		;
	input		north_green_time_pos	;
	input		north_yellow_time_pos	;
	input		west_red_time_pos		;
	input		west_green_time_pos		;
	input		west_yellow_time_pos	;
	output reg	north_red_led			;
	output reg	north_green_led			;
	output reg	north_yellow_led		;
	output reg	west_red_led			;
	output reg	west_green_led			;
	output reg	west_yellow_led			;
always @(posedge clk or negedge rst_n) begin
	if(~rst_n) begin
		north_red_led		<= 1'b0;	
		north_green_led		<= 1'b0;	
		north_yellow_led	<= 1'b0;	
		west_red_led		<= 1'b0;	
		west_green_led		<= 1'b0;	
		west_yellow_led		<= 1'b0;	
		end 
	else begin
		north_red_led		<= north_red_time_pos		;	
		north_green_led		<= north_green_time_pos		;	
		north_yellow_led	<= north_yellow_time_pos	;	
		west_red_led		<= west_red_time_pos		;	
		west_green_led		<= west_green_time_pos		;	
		west_yellow_led		<= west_yellow_time_pos		;
	end
end
endmodule
### /design/flow/run.sh
#!/bin/bash
# OpenROAD 26Q1-2900-gdf79404cd8, Yosys 0.63+post, stock flow scripts
make -C /OpenROAD-flow-scripts/flow DESIGN_CONFIG=/design/flow/config.mk WORK_HOME=/design/flow/orfs finish
==> results.cfg <==
; implementation run metrics
[drt]
drc = 0
drtAntennaViolNets = 0
wl_mm = 5.21
antenna_cells = 0
avgViaCountPerCell = 5.23
drt_iter0_markers = 118
vias = 2061
firstDrtPassIters = 4
wire_per_inst_um = 13.2

[final_timing]
worst_slew_pin_slew_ns = 0.968
fin_ws_ns = 2.12
unclocked_pins = 8
untimed_endpoints = 16
fin_hold_ws_ns = 0.474
tns_ns = 0
setup_violations = 0
fin_crit_sh = 0.530
period_needed_ns = 2.38
slew_headroom = 0.346
maxSlewViolCount = 0
hold_violations = 0
fmax_mhz = 420
clock_skew_ns = 0.0129
rsz0062_at_grt = false

[setup_path]
slowest_stage = or2_1
cp_num_cells = 5
worstRegToRegCells = 5
crit_arrival_ns = 2.60
r2r-end = count_time.count_west_green[5]
critPathKind = reg2reg
rrSetupSlack_ns = 2.12
worstSetupEndpointType = flop
cpLargestDelayFamily = simple AND/OR/NAND/NOR gates
crit_chain = nor4b_2, nand4_1, or2_1, nor4_1, mux2_2
cp.required_ns = 4.72
critPathMaxStageDelay_ns = 0.53
path_buffers = 0
crit_fanout = 19
r2r-start = count_time.count_1s[10]
startpoint_type = flop

[logic_synthesis]
synth-simple-area-share = 0.212
top_area_frac = 0.492
yosys_warnings = 3
ys_types = 48
ys_cells = 276
synth.cell_area_mm2 = 0.00295
top_logic_kind = simple AND/OR/NAND/NOR gates
largest_area_cell = dfrtp_1
synth_cells = 276
yosys.area_share.aoi = 0.0776
ff_type = dfrtp_1
ys_top_cells_by_area = dfrtp_1, xnor2_1, dlxtn_1, ha_1, xor2_1
edf_count = 0
fa_ha_area_frac = 0.0382
ys.flops = 66
ys_async_sr_fraction = 0.879
ys_area_mm2 = 0.00295
xor_area_frac = 0.0857
mux_share = 0.0225
syn-mean-instance-area_um2 = 10.7

[clocking]
post_cts_buffers = 0
numCtsBuffers = 9
cts.reportedPaths.clkPinSlew_ns = 0.08
cts_tree = yes
cts-resized-gates = 0
h-tree-depth = 3
clkLatencyLatePin_ns = 0.34
ctsHoldBuffers = 0
root_buffer = clkbuf_8
ctsLongestPathBuffers = 2

[global_routing]
grt_pass1_wl_mm = 9.03
grt_pass1_vias = 1895
grt_max_degree = 59
gr-total-overflow = 0
antenna_found_initial = 0
grtUsageTotal = 0.155

[place]
routabilityCongestion = 0.899
dp.cells = 378
portBuffers = 7
pre_cts_ws_ns = 2.15
hpwl_mm = 3.48

[min_path]
holdCritStartpoint = count_time.count_1s[25]
hold_path_end = count_time.count_1s[25]
min_delay_path_depth = 1
hold_class = reg2reg

[die]
die_height_um = 87.9
ios = 8
fp.coreArea_mm2 = 0.00694
die_area_mm2 = 0.00772
rows = 30
die_w_um = 87.9
core_util_floorplan = 0.425

[finish]
fin_cells = 394
drive_above_1_share = 0.117
area_growth_pct = 14.0
logic_area_mm2 = 0.00128
n_fill_cell = 616
seqCellArea_mm2 = 0.00157

[pwr]
p_comb_frac = 0.010
powerDensity_mw_per_mm2 = 317
p_sw_frac = 0.214
leakage_nw = 1.51
intPower_mw = 0.838
p_clk_frac = 0.501
pwr-share-seq = 0.489
p_total_mw = 1.07
ir_drop_uv = 202
switching_power_mw = 0.228

[job]
drv_cap = 0
warning_count = 29

[status]
status = finished clean
[layout by cell type, fill, tap and decap left out, types with 2 or more instances in the layout]
| master | Yosys | final |
|---|---|---|
| a41oi_1 | 3 | 3 |
| bufinv_16 | 0 | 2 |
| and4_1 | 2 | 2 |
| inv_1 | 17 | 17 |
| ha_1 | 9 | 9 |
| a21oi_1 | 3 | 3 |
| buf_4 | 0 | 4 |
| xnor2_1 | 15 | 15 |
| and3_1 | 4 | 4 |
| nor2_1 | 26 | 26 |
| clkdlybuf4s50_1 | 0 | 6 |
| o21ai_0 | 13 | 13 |
| nand3b_1 | 2 | 2 |
| nor4b_2 | 2 | 2 |
| a22o_1 | 2 | 2 |
| nand4_1 | 13 | 13 |
| dlxtn_1 | 8 | 8 |
| nor4_1 | 2 | 2 |
| nand3_1 | 20 | 20 |
| clkbuf_8 | 0 | 9 |
| nor4b_1 | 4 | 4 |
| clkinv_4 | 0 | 3 |
| nor3_1 | 7 | 7 |
| o31ai_1 | 8 | 8 |
| xor2_1 | 12 | 12 |
| and2_1 | 2 | 2 |
| nand2_1 | 13 | 13 |
| dfrtp_1 | 58 | 58 |
| mux2_2 | 5 | 5 |
[flip-flops by register name, indices dropped and copies added (netlist names), 2 cells and up]
register	flops
count_time.count_north_yellow	6
count_time.count_north_green	6
count_time.count_1s	26
count_time.count_west_yellow	6
count_time.count_west_green	6
count_time.next_state	2
count_time.state	3
[synth_stat cells (3+ instances only)]
| master | n |
|---|---|
| xnor2_1 | 15 |
| o21ai_0 | 13 |
| nor4b_1 | 4 |
| o31ai_1 | 8 |
| buf_2 | 3 |
| nand3_1 | 20 |
| dlxtn_1 | 8 |
| mux2_2 | 5 |
| and3_1 | 4 |
| nand4_1 | 13 |
| ha_1 | 9 |
| nand2_1 | 13 |
| inv_1 | 17 |
| dfrtp_1 | 58 |
| nor2_1 | 26 |
| nor3_1 | 7 |
| a21oi_1 | 3 |
| a41oi_1 | 3 |
| xor2_1 | 12 |
[final cells by class]
class / instances / area share
clock inverter: 7 / 0.0305
clock buffer: 9 / 0.0368
inverter: 17 / 0.0190
timing repair buffer: 11 / 0.0283
multi-input combinational: 188 / 0.382
sequential: 66 / 0.467
tap: 96 / 0.0357
[worst register-to-register path: cells and delay by family, from the launching register on]
family | cells | cell delay (ns)
AND/OR/NAND/NOR | 4 | 1.47
flip-flops | 1 | 0.43
multiplexers | 1 | 0.37
[how the worst max path moves through the flow]
stage / slack (ns) / startpoint / endpoint
4_1_cts: 2.12 / count_time.count_1s[10] / count_time.count_west_green[5]
5_1_grt: 1.92 / count_time.count_1s[10] / count_time.count_west_green[5]
6_report: 2.12 / count_time.count_1s[10] / count_time.count_west_green[5]
[power groups by stage]
stage	sequential [mW]	clock [mW]	combinational [mW]
5_1_grt	0.521	0.573	0.0129
6_report	0.521	0.534	0.0105
4_1_cts	0.521	0.551	0.0117
[metrics by stage]
step,instance area [um2],utilization
floorplan,2950,-
global placement,3140,0.452
detailed placement,3140,0.452
CTS,3360,0.484
global route,3360,0.484
finish,3360,0.484
[per-layer routing]
metal  up-vias  wire length [um]  global-route usage
met5         -                 0                   0
met4         0               103              0.0253
met3        11               181              0.0248
met2        35              2210               0.211
met1       995              2710               0.275
li1       1020                 -                   -
[cells by family (layout without fill, tap and decap cells)]
| kind of cell | after synthesis | count (layout) |
|---|---|---|
| XOR/XNOR | 28 | 28 |
| buffers and inverters | 22 | 44 |
| flip-flops | 58 | 58 |
| AND-OR/OR-AND | 35 | 35 |
| AND/OR/NAND/NOR | 110 | 110 |
| latches | 8 | 8 |
| multiplexers | 6 | 6 |
| adder cells (fa/ha/maj) | 9 | 9 |
Power and IR drop assume default switching activity.
